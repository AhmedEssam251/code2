==> design.v <==
module AC(
  output reg [15:0] Q,
  input      [15:0] Data,
  input      INC, LD, CLK, CLR
  );
  always @(posedge CLK or posedge CLR)
    begin
      if (CLR)
        Q = 16'b0;
      else if (LD)
        Q = Data;
    end  
endmodule
==> run.sh <==
#!/bin/bash
# OpenROAD 26Q1-2900-gdf79404cd8, Yosys 0.63+post, stock flow scripts
make -C /OpenROAD-flow-scripts/flow DESIGN_CONFIG=/design/flow/config.mk WORK_HOME=/design/flow/orfs finish
==> config.mk <==
export PLATFORM = sky130hd
export DESIGN_NAME = AC
export DESIGN_NICKNAME = AC
export VERILOG_FILES = /design/flow/design.v
export SDC_FILE = /design/flow/constraint.sdc
export NUM_CORES = 4
export LEC_CHECK = 1
export CORE_AREA = 10 10 91 91
export DIE_AREA = 0 0 101 101
export SYNTH_HDL_FRONTEND = slang
==> constraint.sdc <==
current_design AC

set clk_period 1.5
set clk_io_pct 0.2

create_clock -name clk0 -period $clk_period [get_ports {CLK}]

set non_clock_inputs [all_inputs -no_clocks]
set_input_delay [expr $clk_period * $clk_io_pct] -clock clk0 $non_clock_inputs
set_output_delay [expr $clk_period * $clk_io_pct] -clock clk0 [all_outputs]
==> flow_summary.json <==
{
  "path_clk_slew_ps": 60,
  "r2r-end": "Q[14]",
  "grt.overflow.total": 0,
  "worstPathRequired_ps": 1200,
  "yosysCellCount": 35,
  "critPathSlowestCell": "clkdlybuf4s50_1",
  "grt_pass1_vias": 493,
  "grt_max_degree": 17,
  "max_freq_mhz": 723,
  "gp_congestion": 0.714,
  "p_leak_nw": 0.479,
  "postPlaceCellArea_um2": 1090,
  "mostFrequentLayoutCells": "34 x clkdlybuf4s50_1, 16 x dfrtp_1, 10 x mux2_4, 6 x mux2_2, 4 x clkbuf_8",
  "avgRoutedWirePerCell_um": 11.6,
  "first_iter_violations": 1,
  "maxSlewViolCount": 0,
  "path_cells": "clkdlybuf4s50_1",
  "numCtsBuffers": 3,
  "synth_seq_share": 0.613,
  "skew_ps": 0,
  "status": "complete, no violations",
  "pre_cts_ws_ps": 27.1,
  "rrSetupSlack_ps": 740,
  "period_needed_ps": 1380,
  "num_vias": 435,
  "cp-start-kind": "flip-flop",
  "largest_reg_flops": 16,
  "via_per_inst": 2.88,
  "synth_area_um2": 653,
  "synth.avg_cell_area_um2": 18.7,
  "cpPeakStageDelay_ps": 490,
  "numPortBuffers": 34,
  "ir_drop_uv": 449,
  "tool_warnings": 26,
  "maxSlewHeadroom": 0.852,
  "diodes": 0,
  "r2r-start": "Q[14]",
  "dieArea_um2": 10200,
  "area_leaders": "dfrtp_1 61%, mux2_4 23%, mux2_2 10%",
  "num_rows": 29,
  "top_cell_area_share": 0.613,
  "cts_buffer_depth": 2,
  "yosys_warnings": 0,
  "postRouteAntennaNets": 0,
  "h-tree-depth": 1,
  "reg2reg_depth": 1,
  "post-route-drc-count": 0,
  "endpoint_kind": "primary output",
  "initCoreUtil": 0.103,
  "synth_cell_type_count": 6,
  "yosys.stat.chipArea_um2": 653,
  "dp_hpwl_um": 1420,
  "maxCapViolCount": 0,
  "tns_ps": 0,
  "rsz0062_at_grt": "no",
  "synth_flops": 16,
  "io_pins": 36,
  "cp_top_family": "buffers and inverters",
  "cts_tree": "yes",
  "postCtsSetupBuffers": 0,
  "crit_buf_inv": 1,
  "netlist_instances": 35,
  "die_h_um": 101,
  "instances_no_fill": 151,
  "cts.sinks": 16,
  "crit_type": "reg2out",
  "clock-root-buffer": "clkbuf_8",
  "yosysTopAreaCell": "dfrtp_1",
  "min_path_type": "in2async",
  "ctsHoldBuffers": 0,
  "lay_top_count": "clkdlybuf4s50_1",
  "drt_wl_total_um": 1750,
  "fin_crit_sh": 0.922,
  "powerDensity_nw_per_um2": 954,
  "coreArea_um2": 6350,
  "crit_arrival_ps": 1080,
  "cts_resized": 0,
  "worst_pin_slew_ps": 222,
  "path_max_fanout": 2,
  "place_inst": 147,
  "finalInstanceArea_um2": 1150,
  "setup_ws_ps": 118,
  "antenna_found_initial": 0,
  "grt_pass1_wl_um": 2720,
  "finalHoldViolCount": 0,
  "layout-drive-gt1-share": 0.311,
  "clock_latency_ps": 250,
  "firstDrtPassIters": 2,
  "syn_to_final_growth_pct": 75.9,
  "groute.usage.overall": 0.0341,
  "die_x_um": 101,
  "finalSetupViolations": 0
}
-- metal layers --
| metal | track usage | share of wire |
|---|---|---|
| met5 | 0 | 0 |
| met4 | 0.00107 | 0.0034 |
| met3 | 0.0360 | 0.23 |
| met2 | 0.0467 | 0.35 |
| met1 | 0.0380 | 0.41 |
-- report_power, final --
group | switching, W | total [W] | internal [W]
Combinational | 0.0000471 | 0.000219 | 0.000172
Sequential | 0.0000210 | 0.000496 | 0.000475
Clock | 0.000148 | 0.000380 | 0.000233
Total | 0.000216 | 0.00110 | 0.000880
-- cell usage after synthesis (all sizes together) --
cell	number
inv	1
dfrtp	16
mux2	16
buf	2
-- cell families (layout without fill, tap and decap cells) --
logic type	Yosys count	after routing	share of synthesized area
buffers and inverters	3	42	0.0536
muxes	16	16	0.333
DFF	16	16	0.613
-- per-stage QoR --
| stage | total power [W] | utilization | hold WS, ps |
|---|---|---|---|
| floorplan | 0.000574 | - | 214 |
| global placement | 0.000727 | 0.172 | 491 |
| detailed placement | 0.000729 | 0.172 | 493 |
| CTS | 0.00113 | 0.181 | 363 |
| global route | 0.00117 | 0.181 | 407 |
| finish | 0.00110 | 0.181 | 360 |
-- how the worst max path moves through the flow --
stage      from     to  depth (start not counted)
6_report  Q[15]  Q[15]                          1
5_1_grt    Q[3]   Q[3]                          1
4_1_cts    Q[0]   Q[0]                          1
-- layout make-up --
cell class                 count  area, µm²
fill                         695       5200
sequential                    16        400
timing repair buffer          37        375
multi-input combinational     16        218
tap                           77       96.3
clock buffer                   4       55.1
inverter                       1       3.75
Power and IR drop assume default switching activity.
