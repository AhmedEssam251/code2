### design.v
module DR_REG(
    input LD,CLK,INC,CLR,
    input [15:0] inDR ,      
    output [15:0] outDR ,    
    wire [15:0] inc16,sum,   
    wire cout,
    reg [15:0] out
    );
    assign inc16=INC?16'b0000000000000001:16'b0;
    assign {cout,sum}= inc16+out;
   always @(posedge CLK or posedge CLR)
		begin
			if(CLR)
			begin
				out<=16'b0;
			end
			else if(LD)
			begin
		    	out<=inDR;
		    end	
			else if(INC)
            begin
			   out<=sum;
			end										  
		end	
	assign outDR =out ;
endmodule
### run.sh
#!/bin/bash
# OpenROAD 26Q1-2900-gdf79404cd8, Yosys 0.63+post, stock flow scripts
make -C /OpenROAD-flow-scripts/flow DESIGN_CONFIG=/design/flow/config.mk WORK_HOME=/design/flow/orfs finish
### config.mk
export PLATFORM = sky130hd
export DESIGN_NAME = DR_REG
export DESIGN_NICKNAME = DR_REG
export VERILOG_FILES = /design/flow/design.v
export SDC_FILE = /design/flow/constraint.sdc
export NUM_CORES = 4
export LEC_CHECK = 1
export CORE_AREA = 10 10 91 91
export DIE_AREA = 0 0 101 101
export SYNTH_HDL_FRONTEND = slang
### constraint.sdc
current_design DR_REG

set clk_period 3.9
set clk_io_pct 0.2

create_clock -name clk0 -period $clk_period [get_ports {CLK}]

set non_clock_inputs [all_inputs -no_clocks]
set_input_delay [expr $clk_period * $clk_io_pct] -clock clk0 $non_clock_inputs
set_output_delay [expr $clk_period * $clk_io_pct] -clock clk0 [all_outputs]
==> summary.rpt <==
==== FLOW RESULTS ====
----------------------------------------------------
[STA]
  Max Fclk ........................ 0.270 GHz
  Setup TNS after final layout ........................ 0 ns
  Final tally of hold violations ........................ 0
  RSZ-0062 raised after global routing ........................ false
  Worst-case clock skew ........................ 0.00241 ns
  Portion of the clock cycle consumed by the worst path in the final layout ........................ 95.1%
  Actual transition at the worst max-transition pin ........................ 0.674 ns
  Final max-slew violation count ........................ 0
  Relative slew margins ........................ 55.0%
  Final critical-path required period ........................ 3.71 ns
  Final-report setup violation count ........................ 0

[Flow run]
  Number of warning messages in the logs ........................ 25
  Max-capacitance violation count ........................ 0

[Detailed routing]
  Count of antenna diodes in the layout ........................ 0
  Average routed wire per standard cell ........................ 14.4 um
  Number of iterations in the first detailed-routing pass ........................ 4
  Total number of vias ........................ 1232
  Iteration-0 DRC Markers ........................ 33
  Antenna violation net count after detailed routing ........................ 0
  # DRC ........................ 0
  Total length of routed wires ........................ 4260 um
  DR vias/cell ........................ 4.16

[Global routing]
  First-pass GRT wire length ........................ 6760 um
  Largest net degree at the start of global routing ........................ 18
  Vias in the first global route ........................ 1270
  Overall Global Routing Usage ........................ 8.15%
  GRT overflow ........................ 0
  Number of antenna violations at the first check in global routing ........................ 0

[Critical path]
  Worst-case register-to-register setup slack ........................ 1.89 ns
  CP startpoint kind ........................ input port
  Critical path start-end classification ........................ input port to primary output
  Crit path DRT ........................ 3.12 ns
  Buffers plus inverters on the worst setup path ........................ 2
  Critical path capture point type ........................ primary output
  Critical path cell sequence ........................ clkdlybuf4s50_1 -> ha_1 -> ha_1 -> nand3_1 -> nor4_2 -> xor2_1 -> clkdlybuf4s50_1
  Worst endpoint data arrival time ........................ 2.93 ns
  Crit path to ........................ sum[14]
  Worst stage delay on the critical path ........................ 0.49 ns
  Cell depth of the worst flop-to-flop path ........................ 7
  Worst-path maximum fanout ........................ 5
  Family with the most delay on the worst path ........................ buffers and inverters
  Reg-to-reg startpoint ........................ out[0]$_DFFE_PP0P_
  Total stage count of the critical path ........................ 7
  Critical R2R Capture ........................ out[14]$_DFFE_PP0P_
  First element of the critical path ........................ INC
  Slowest library cell on the worst path ........................ sky130_fd_sc_hd__clkdlybuf4s50_1

[Clocking]
  Number of cells upsized or downsized after cts ........................ 0
  Clk latency of the worst-skew pair ........ 0.25 ns
  Number of hold buffers added after cts ........................ 0
  Clock-pin slew on the worst setup and hold paths ........................ 0.06 ns
  H-Tree Depth ........................ 1
  Max clock buf depth ........................ 2
  TritonCTS Sinks ........................ 16
  Clock tree from TritonCTS ........................ yes
  CTS Root Cell ........................ sky130_fd_sc_hd__clkbuf_8
  Number of buffers created by CTS ........................ 3
  Number of setup buffers added after CTS ........................ 0

[Finish]
  Biggest registers after layout ........................ out (16)
  Most flop-heavy register ........................ out
  Count of non-filler cells in the finished layout ........................ 296
  Share of final-layout standard cells stronger than drive strength 1 ........................ 7.76%
  Synth-to-Final Area Change ........................ 44.1%
  Max FFs per register ........................ 16
  Most common logic cells in the final layout ........................ sky130_fd_sc_hd__clkdlybuf4s50_1, sky130_fd_sc_hd__nand2_1, sky130_fd_sc_hd__dfrtp_1
  Most common logic cell in the routed design ........................ sky130_fd_sc_hd__clkdlybuf4s50_1

[Synth]
  Share of Yosys cell area claimed by the top area cell type ........................ 28.2%
  Synth area leader ........................ sky130_fd_sc_hd__dfrtp_1
  Number of flip-flops and latches in the synthesized netlist ........................ 16
  Post-synthesis cell count from yosys ........................ 169
  Synthesized area per cell ........................ 8.40 um2
  Sequential fraction of the synthesis area ........................ 28.2%
  FFs w/ async S/R, synth ........................ 100%
  Post-synth design cell area ........................ 1420 um2
  Number of cells produced by synthesis ........................ 169
  Post-synth area from yosys stat ........................ 1420 um2
  Dominant synthesized flop cell ........................ sky130_fd_sc_hd__dfrtp_1
  Number of different library cells in the post-synthesis netlist ........................ 29
  Flip-flops with a built-in enable ........................ 0
  Yosys warning total ........................ 0
  Main area contributors ........................ sky130_fd_sc_hd__dfrtp_1, sky130_fd_sc_hd__buf_4, sky130_fd_sc_hd__xor2_1

[Worst hold path]
  HP Class ........................ register to register

[Floorplan]
  Fp util ........................ 22.4%
  Area inside the core boundary ........................ 6350 um2
  Standard-cell rows ........................ 29
  Height of the die ........................ 101 um
  Chip Area ........................ 10200 um2
  Die Width ........................ 101 um
  Number of ports placed on the die boundary ........................ 85

[Placement]
  Placed wire-length estimate ........................ 3490 um
  Final weighted congestion in routability-driven placement ........................ 0.822
  Number of port buffers ........................ 69
  Number of cells after detailed placement ........................ 292

[Power and ir drop]
  IR Drop Worst-Case VDD ........................ 0.000160 V
  Leakage power figure ........................ 0.793 nW
  P per Cell Area ........................ 264 nW/um2

[Status]
  Status ........................ finished, final reports clean

----------------------------------------------------
-- worst min path at each step --
stage                  start            endpoint  cells after the start
4_1_cts   out[0]$_DFFE_PP0P_  out[0]$_DFFE_PP0P_                      2
5_1_grt   out[0]$_DFFE_PP0P_  out[0]$_DFFE_PP0P_                      2
6_report  out[0]$_DFFE_PP0P_  out[0]$_DFFE_PP0P_                      2
-- through the flow --
stage	power [mW]	hold WS (ns)	setup slack, ns	utilization, %	area [um2]
floorplan	0.294	0.556	1.30	-	1470
global placement	0.399	0.614	0.207	31.2	1980
detailed placement	0.398	0.630	0.158	31.2	1980
CTS	0.555	0.648	0.153	32.1	2040
global route	0.580	0.710	0.0151	32.2	2050
finish	0.540	0.640	0.191	32.2	2050
-- final cells by class --
class                      instances  area [um2]
inverter                           2        7.51
sequential                        16         400
multi-input combinational        123         759
clock buffer                       4        55.1
fill                             661        4300
tap                               77        96.3
timing repair buffer              74         728
-- layer usage --
metal / GRT usage (%) / wire (um)
met1: 10.5 / 1780
met2: 12.7 / 1980
met3: 4.16 / 486
met4: 0.214 / 11
met5: 0 / 0
-- synthesized netlist by cell type, types with 3 or more instances --
cell type	n
sky130_fd_sc_hd__nor4_1	3
sky130_fd_sc_hd__nor3_1	4
sky130_fd_sc_hd__nand4_1	7
sky130_fd_sc_hd__nand2_1	24
sky130_fd_sc_hd__nand3_1	7
sky130_fd_sc_hd__buf_4	34
sky130_fd_sc_hd__xnor2_1	13
sky130_fd_sc_hd__dfrtp_1	16
sky130_fd_sc_hd__nor2_1	8
sky130_fd_sc_hd__xor2_1	14
sky130_fd_sc_hd__o21ai_0	13
-- logic make-up after synthesis --
| kind of cell | share of synthesized area (%) |
|---|---|
| XOR/XNOR | 16.7 |
| buffers and inverters | 22.6 |
| multiplexers | 2.20 |
| AND-OR/OR-AND | 5.29 |
| other | 0.264 |
| flip-flops | 28.2 |
| adder cells (fa/ha/maj) | 1.76 |
| AND/OR/NAND/NOR | 23.0 |
-- worst min-delay path, delay by kind of cell, from the launching register on --
| family | cells | cell delay, ns |
|---|---|---|
| flip-flops | 1 | 0.39 |
| AND-OR/OR-AND | 1 | 0.13 |
| multiplexers | 1 | 0.08 |
-- power by group --
part	switching, mW	leakage, nW	internal, mW
clock network	0.0602	0.0288	0.0896
logic	0.0446	0.570	0.127
registers	0.0368	0.194	0.182
Power and IR drop assume default switching activity.
