## run.sh

```bash
#!/bin/bash
# OpenROAD 26Q1-2900-gdf79404cd8, Yosys 0.63+post, stock flow scripts
make -C /OpenROAD-flow-scripts/flow DESIGN_CONFIG=/design/flow/config.mk WORK_HOME=/design/flow/orfs finish
```

## config.mk

```make
export PLATFORM = sky130hd
export DESIGN_NAME = AC_CON_SIGNALS
export DESIGN_NICKNAME = AC_CON_SIGNALS
export VERILOG_FILES = /design/flow/design.v
export SDC_FILE = /design/flow/constraint.sdc
export NUM_CORES = 4
export LEC_CHECK = 1
export CORE_AREA = 10 10 70 70
export DIE_AREA = 0 0 80 80
export SYNTH_HDL_FRONTEND = slang
```

## constraint.sdc

```tcl
current_design AC_CON_SIGNALS

set clk_period 1.0
set clk_io_pct 0.2

create_clock -name clk0 -period $clk_period

set non_clock_inputs [all_inputs -no_clocks]
set_input_delay [expr $clk_period * $clk_io_pct] -clock clk0 $non_clock_inputs
set_output_delay [expr $clk_period * $clk_io_pct] -clock clk0 [all_outputs]
```

## design.v

```verilog
module AC_CON_SIGNALS(
	input[7:0] T, D,
	input[15:0] B,
	input I,
	output LD, INC, CLR,
    output AND, CMA, LDA, ADD, SUB,OR,XOR
   );
	wire In = ~I;
	wire r = D[7] & In & T[3]; 
	assign AND = D[0] & T[5];   
	assign ADD = T[5] & D[1];   
	assign LDA = T[5] & D[2];   
	assign SUB = D[3] & T[5]; 
	assign OR  = D[4] & T[5];
	assign XOR = D[5] & T[5];
	assign INC = B[5] & r;
	assign LD  =( AND | ADD | LDA  | SUB | OR | XOR );  
    assign CLR = r & B[11]; 
endmodule
```

==> flow_results.xml <==
<?xml version="1.0" encoding="UTF-8"?>
<metrics>
  <group name="status">
    <metric name="outcome" unit="">finished with violations</metric>
    <metric name="violations" unit="">setup timing</metric>
  </group>
  <group name="detailed_routing">
    <metric name="drc" unit="">0</metric>
    <metric name="detail_route.wirelength.met1" unit="microns">241</metric>
    <metric name="wire_per_inst" unit="microns">7.67</metric>
    <metric name="wl_met3" unit="microns">108</metric>
    <metric name="count_of_vias_placed_by_the_detailed_router" unit="">181</metric>
    <metric name="highest_layer" unit="">met3</metric>
    <metric name="ant_nets" unit="">0</metric>
    <metric name="detail_route.iter0.violations" unit="">0</metric>
    <metric name="dr_wl_met2" unit="microns">278</metric>
    <metric name="routed_wirelength" unit="microns">629</metric>
    <metric name="drt_first_pass_iters" unit="">1</metric>
    <metric name="post_detailed_route_via_to_cell_ratio" unit="">2.21</metric>
    <metric name="antenna_cells_inserted" unit="">0</metric>
  </group>
  <group name="pwr">
    <metric name="cellInternalPower" unit="mW">0.0724</metric>
    <metric name="pwr-share-clk" unit="%">0</metric>
    <metric name="power.ir.vdd_worst" unit="mV">0.0267</metric>
    <metric name="power.switching" unit="mW">0.0287</metric>
    <metric name="pwr-share-comb" unit="%">100.0</metric>
    <metric name="static-leakage-power" unit="nW">0.179</metric>
    <metric name="swShare" unit="%">28.4</metric>
    <metric name="power_density" unit="nW/um^2">273</metric>
    <metric name="part_of_the_total_power_dissipated_in_sequential_elements" unit="%">0</metric>
    <metric name="pnr_total_power" unit="mW">0.101</metric>
  </group>
  <group name="global_routing">
    <metric name="grt_remaining_overflow" unit="">0</metric>
    <metric name="initial_antenna_violation_count" unit="">0</metric>
    <metric name="grt_pass1_vias" unit="">155</metric>
    <metric name="gr-usage-all-layers" unit="%">1.55</metric>
    <metric name="grt_max_degree" unit="">5</metric>
    <metric name="global_route_wire_length_before_repair" unit="microns">821</metric>
  </group>
  <group name="synth">
    <metric name="mappedNetlistArea" unit="sq um">95.1</metric>
    <metric name="synthDominantAreaCellType" unit="">sky130_fd_sc_hd__and2_1</metric>
    <metric name="yosys-stat-cells" unit="">13</metric>
    <metric name="synth.lib_cells_used.distinct" unit="">8</metric>
    <metric name="yosys_area" unit="sq um">95.1</metric>
    <metric name="syn_inst" unit="">13</metric>
    <metric name="synth.yosys.seq_area_share" unit="%">0</metric>
    <metric name="synth.top_cells.by_area" unit="">sky130_fd_sc_hd__and2_1 (33%), sky130_fd_sc_hd__and4b_1 (21%), sky130_fd_sc_hd__o41ai_2 (17%)</metric>
    <metric name="syn_avg_cell_area" unit="sq um">7.31</metric>
    <metric name="yosys.area.top_type_share" unit="%">32.9</metric>
    <metric name="yosys_warnings" unit="">1</metric>
  </group>
  <group name="final_timing">
    <metric name="final.setup.worst_slack" unit="ns">-0.0568</metric>
    <metric name="final.period_utilization" unit="%">106</metric>
    <metric name="finalHoldViolCount" unit="">0</metric>
    <metric name="timing.setup.tns" unit="ns">-0.0568</metric>
    <metric name="fin_crit" unit="ns">1.06</metric>
    <metric name="number_of_setup_violations_in_the_final_report" unit="">1</metric>
    <metric name="fmax" unit="GHz">0.946</metric>
    <metric name="rsz_0062_raised_after_global_routing" unit="">yes</metric>
    <metric name="maxSlewViolCount" unit="">0</metric>
    <metric name="final.hold.worst_slack" unit="ns">0.715</metric>
  </group>
  <group name="finish">
    <metric name="final-comb-area" unit="sq um">103</metric>
    <metric name="number_of_flip_flops_and_latches" unit="">0</metric>
    <metric name="drive_gt1_share" unit="%">38.9</metric>
    <metric name="areaGrowthSynthToFinish" unit="%">289</metric>
    <metric name="number_of_clock_buffers_in_the_layout" unit="">0</metric>
    <metric name="fill_cells" unit="">395</metric>
    <metric name="finish.instance_area" unit="sq um">370</metric>
    <metric name="seqCellArea" unit="sq um">0</metric>
  </group>
  <group name="die">
    <metric name="floorplan.die.height" unit="microns">80</metric>
    <metric name="die_area" unit="sq um">6400</metric>
    <metric name="fp_rows" unit="">21</metric>
    <metric name="pre_place_util" unit="%">2.78</metric>
    <metric name="io_pins" unit="">43</metric>
    <metric name="core_region_area" unit="sq um">3420</metric>
    <metric name="die_width" unit="microns">80</metric>
  </group>
  <group name="setup_path">
    <metric name="cp_data_arrival_time" unit="ns">0.86</metric>
    <metric name="critPathCaptureType" unit="">output pin</metric>
    <metric name="path_class" unit="">primary input to output pin</metric>
    <metric name="cp_max_fo" unit="">2</metric>
    <metric name="critical_path.startpoint_type" unit="">primary input</metric>
    <metric name="required" unit="ns">0.80</metric>
  </group>
  <group name="worst_hold_path">
    <metric name="worst_hold_path.endpoint" unit="">LD</metric>
    <metric name="min_path_cells" unit="">4</metric>
    <metric name="worstHoldPathType" unit="">primary input to output pin</metric>
    <metric name="holdCritStartpoint" unit="">D[1]</metric>
  </group>
  <group name="run">
    <metric name="total_number_of_warnings_across_the_stage_logs" unit="">55</metric>
    <metric name="cap_viol_max_count" unit="">0</metric>
  </group>
  <group name="placement">
    <metric name="placedInstanceArea" unit="sq um">355</metric>
    <metric name="place.port_buffers" unit="">21</metric>
    <metric name="routabilityCongestion" unit="">0.802</metric>
  </group>
  <group name="clock_tree">
    <metric name="hold_buffers" unit="">0</metric>
  </group>
</metrics>
==> stage by stage <==
step / setup WS [ns] / utilization (%) / instances
finish: -0.0568 / 10.8 / 82
global route: -0.0968 / 10.8 / 82
global placement: -0.658 / 10.4 / 79
CTS: -0.0165 / 10.1 / 81
detailed placement: -0.665 / 10.4 / 79
floorplan: 0.253 / - / 13
==> logic make-up (layout without fill, tap and decap cells) <==
logic type | Yosys count | in the layout | synth area share [%]
and+or+nand+nor | 9 | 9 | 65.8
buffers and inverters | 1 | 24 | 7.90
other | 1 | 1 | 3.94
AOI/OAI and AO/OA | 2 | 2 | 22.4
==> metal layers <==
metal	track usage (%)	vias up
li1	-	94
met1	1.85	73
met2	2.65	14
met3	0.682	0
met4	0	0
met5	0	-
==> area by class of cell <==
class,instances,share of cell area (%)
multi-input cells,12,27.7
well taps,46,15.5
repair buffers,24,56.8
==> synthesized netlist by cell type <==
cell type                 count
sky130_fd_sc_hd__nand2_1      1
sky130_fd_sc_hd__o41ai_2      1
sky130_fd_sc_hd__conb_1       1
sky130_fd_sc_hd__buf_4        1
sky130_fd_sc_hd__and4b_1      2
sky130_fd_sc_hd__and2_1       5
sky130_fd_sc_hd__o21ai_0      1
sky130_fd_sc_hd__and2_2       1
==> cells in the final DEF (no fill, tap or decap) <==
cell	instances
sky130_fd_sc_hd__o41ai_4	1
sky130_fd_sc_hd__dlygate4sd2_1	10
sky130_fd_sc_hd__nand2_1	1
sky130_fd_sc_hd__o21ai_1	1
sky130_fd_sc_hd__buf_4	2
sky130_fd_sc_hd__buf_2	5
sky130_fd_sc_hd__clkdlybuf4s15_1	3
sky130_fd_sc_hd__and4b_1	2
sky130_fd_sc_hd__buf_8	2
sky130_fd_sc_hd__and2_4	2
sky130_fd_sc_hd__buf_6	2
sky130_fd_sc_hd__and2_1	4
sky130_fd_sc_hd__conb_1	1
==> how the worst max path moves through the flow <==
stage | slack (ns) | cells past startpoint | startpoint | end
4_1_cts | -0.02 | 4 | D[1] | LD
5_1_grt | -0.1 | 4 | D[1] | LD
6_report | -0.06 | 4 | D[1] | LD
==> what timing repair did <==
item / 4_1_cts / 5_1_grt
cloned: 0 / 0
setup endpoints to repair: 9 / 2
gates resized: 49 / 7
pin swaps: 6 / 2
buffers inserted: 2 / 1
==> power groups by stage <==
| stage | clock (mW) | combinational, mW | sequential (mW) |
|---|---|---|---|
| CTS | 0 | 0.0881 | 0 |
| global route | 0 | 0.111 | 0 |
| finish | 0 | 0.101 | 0 |
==> worst max-delay path, stage by stage <==
cell	delay (ns)
sky130_fd_sc_hd__buf_8	0.10
sky130_fd_sc_hd__o41ai_4	0.32
sky130_fd_sc_hd__nand2_1	0.10
sky130_fd_sc_hd__buf_2	0.13
Power is estimated from default activity; no workload was simulated.
